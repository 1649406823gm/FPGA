==> ./design.v <==
module clk_div(
    input               clk,           
    input               rst_n,
    input       [15:0]  lcd_id,
    output  reg         lcd_pclk
    );
reg          clk_25m;
reg          clk_12_5m;
reg          div_4_cnt;
always @(posedge clk or negedge rst_n) begin
    if(!rst_n)
        clk_25m <= 1'b0;
    else 
        clk_25m <= ~clk_25m;
end
always @(posedge clk or negedge rst_n) begin
    if(!rst_n) begin
        div_4_cnt <= 1'b0;
        clk_12_5m <= 1'b0;
    end    
    else begin
        div_4_cnt <= div_4_cnt + 1'b1;
        if(div_4_cnt == 1'b1)
            clk_12_5m <= ~clk_12_5m;
    end        
end
always @(*) begin
    case(lcd_id)
        16'h4342 : lcd_pclk = clk_12_5m;
        16'h7084 : lcd_pclk = clk_25m;       
        16'h7016 : lcd_pclk = clk;
        16'h4384 : lcd_pclk = clk_25m;  
        16'h1018 : lcd_pclk = clk;
        default :  lcd_pclk = 1'b0;
    endcase      
end
endmodule
module lcd_driver(
    input              lcd_clk,       
	input              sys_rst_n,     
	input      [15:0]  lcd_id,        
	input      [15:0]  pixel_data,    
	output             data_req  ,    
	output     [10:0]  pixel_xpos,    
	output     [10:0]  pixel_ypos,    
	output reg [10:0]  h_disp,        
	output reg [10:0]  v_disp,        
	output             out_vsync,     
	output             lcd_hs,        
	output             lcd_vs,        
	output reg         lcd_de,        
	output reg [15:0]  lcd_rgb,       
	output             lcd_bl,        
	output             lcd_rst,       
	output             lcd_pclk       
    );
parameter  H_SYNC_4342   =  11'd41;      
parameter  H_BACK_4342   =  11'd2;       
parameter  H_DISP_4342   =  11'd480;     
parameter  H_FRONT_4342  =  11'd2;       
parameter  H_TOTAL_4342  =  11'd525;     
parameter  V_SYNC_4342   =  11'd10;      
parameter  V_BACK_4342   =  11'd2;       
parameter  V_DISP_4342   =  11'd272;     
parameter  V_FRONT_4342  =  11'd2;       
parameter  V_TOTAL_4342  =  11'd286;     
parameter  H_SYNC_4384   =  11'd128;     
parameter  H_BACK_4384   =  11'd88;      
parameter  H_DISP_4384   =  11'd800;     
parameter  H_FRONT_4384  =  11'd40;      
parameter  H_TOTAL_4384  =  11'd1056;    
parameter  V_SYNC_4384   =  11'd2;       
parameter  V_BACK_4384   =  11'd33;      
parameter  V_DISP_4384   =  11'd480;     
parameter  V_FRONT_4384  =  11'd10;      
parameter  V_TOTAL_4384  =  11'd525;     
reg  [10:0] h_sync ;
reg  [10:0] h_back ;
reg  [10:0] h_total;
reg  [10:0] v_sync ;
reg  [10:0] v_back ;
reg  [10:0] v_total;
reg  [10:0] h_cnt  ;
reg  [10:0] v_cnt  ;
wire       lcd_en;
assign lcd_bl   = 1'b1;            
assign lcd_rst  = 1'b1;            
assign lcd_pclk = lcd_clk;         
assign lcd_hs  = h_cnt >= h_sync;
assign lcd_vs  = v_cnt >= v_sync;
assign  lcd_en = ((h_cnt >= h_sync + h_back) && (h_cnt < h_sync + h_back + h_disp)
				&& (v_cnt >= v_sync + v_back) && (v_cnt < v_sync + v_back + v_disp)) 
				? 1'b1 : 1'b0;
assign out_vsync = ((h_cnt <= 100) && (v_cnt == 1)) ? 1'b1 : 1'b0;
assign data_req = ((h_cnt >= h_sync + h_back - 1'b1) && (h_cnt < h_sync + h_back + h_disp - 1'b1)
				&& (v_cnt >= v_sync + v_back) && (v_cnt < v_sync + v_back + v_disp)) 
				? 1'b1 : 1'b0;
assign pixel_xpos = data_req ? (h_cnt - (h_sync + h_back - 1'b1)) : 11'd0;
assign pixel_ypos = data_req ? (v_cnt - (v_sync + v_back - 1'b1)) : 11'd0;
always@ (posedge lcd_clk or negedge sys_rst_n) begin
	if(!sys_rst_n) 
		lcd_de <= 11'd0;
	else begin
		lcd_de <= lcd_en;  
	end    
end
always@ (posedge lcd_clk or negedge sys_rst_n) begin
	if(!sys_rst_n) 
		lcd_rgb <= 16'd0;
	else begin
		if(lcd_en)
			lcd_rgb <= pixel_data;	
		else
			lcd_rgb <= 16'd0;		
	end    
end
always @(posedge lcd_pclk) begin
    case(lcd_id)
        16'h4342 : begin
            h_sync  <= H_SYNC_4342; 
            h_back  <= H_BACK_4342; 
            h_disp  <= H_DISP_4342; 
            h_total <= H_TOTAL_4342;
            v_sync  <= V_SYNC_4342; 
            v_back  <= V_BACK_4342; 
            v_disp  <= V_DISP_4342; 
            v_total <= V_TOTAL_4342;            
        end
        16'h4384 : begin
            h_sync  <= H_SYNC_4384; 
            h_back  <= H_BACK_4384; 
            h_disp  <= H_DISP_4384; 
            h_total <= H_TOTAL_4384;
            v_sync  <= V_SYNC_4384; 
            v_back  <= V_BACK_4384; 
            v_disp  <= V_DISP_4384; 
            v_total <= V_TOTAL_4384;             
        end        
        default : begin
            h_sync  <= H_SYNC_4384; 
            h_back  <= H_BACK_4384; 
            h_disp  <= H_DISP_4384; 
            h_total <= H_TOTAL_4384;
            v_sync  <= V_SYNC_4384; 
            v_back  <= V_BACK_4384; 
            v_disp  <= V_DISP_4384; 
            v_total <= V_TOTAL_4384;        
        end
    endcase
end
always@ (posedge lcd_pclk or negedge sys_rst_n) begin
	if(!sys_rst_n) 
		h_cnt <= 11'd0;
	else begin
		if(h_cnt == h_total - 1'b1)
			h_cnt <= 11'd0;
		else
			h_cnt <= h_cnt + 1'b1;           
	end
end
always@ (posedge lcd_clk or negedge sys_rst_n) begin
	if(!sys_rst_n) 
		v_cnt <= 11'd0;
	else begin
		if(h_cnt == h_total - 1'b1) begin
			if(v_cnt == v_total - 1'b1)
				v_cnt <= 11'd0;
			else
				v_cnt <= v_cnt + 1'b1;    
		end
	end    
end
endmodule
module lcd_rgb_top(
    input           sys_clk      ,   
    input           sys_rst_n,       
    input           sys_init_done, 
    output          lcd_clk,         
    output          lcd_hs,          
    output          lcd_vs,          
    output          lcd_de,          
    inout   [15:0]  lcd_rgb,         
    output          lcd_bl,          
    output          lcd_rst,         
    output          lcd_pclk,        
    output  [15:0]  lcd_id,          
    output          out_vsync,       
    output  [10:0]  pixel_xpos,      
    output  [10:0]  pixel_ypos,      
    output  [10:0]  h_disp,          
    output  [10:0]  v_disp,          
    output  [15:0]  pre_rgb, 
	input   [15:0]  post_rgb,
    input           post_de,
    input   [15:0]  data_in,         
    output          data_req        
    );
wire  [15:0] colour_rgb;             
wire  [15:0] lcd_rgb_o ;             
wire  [15:0] lcd_rgb_i ;             
assign lcd_rgb_o = post_de ? post_rgb   : 16'd0;
assign pre_rgb = lcd_de  ? colour_rgb : 16'd0;
assign lcd_rgb = post_de ?  lcd_rgb_o :  {16{1'bz}};
assign lcd_rgb_i = lcd_rgb;
clk_div clk_div_inst(
    .clk                    (sys_clk  ),
    .rst_n                  (sys_rst_n),
    .lcd_id                 (lcd_id   ),
    .lcd_pclk               (lcd_clk  )
    );  
rd_id rd_id_inst(
    .clk                    (sys_clk  ),
    .rst_n                  (sys_rst_n),
    .lcd_rgb                (lcd_rgb_i),
    .lcd_id                 (lcd_id   )
    );  
lcd_driver lcd_driver_inst(           
    .lcd_clk        (lcd_clk),    
    .sys_rst_n      (sys_rst_n & sys_init_done), 
    .lcd_id         (lcd_id),   
    .lcd_hs         (lcd_hs),       
    .lcd_vs         (lcd_vs),       
    .lcd_de         (lcd_de),       
    .lcd_rgb        (colour_rgb),
    .lcd_bl         (lcd_bl),
    .lcd_rst        (lcd_rst),
    .lcd_pclk       (lcd_pclk),
    .pixel_data     (data_in), 
    .data_req       (data_req),
    .out_vsync      (out_vsync),
    .h_disp         (h_disp),
    .v_disp         (v_disp), 
    .pixel_xpos     (pixel_xpos), 
    .pixel_ypos     (pixel_ypos)
    ); 
endmodule 
module rd_id(
    input   wire        clk,
    input   wire        rst_n,
    input   wire [15:0] lcd_rgb,
    output  reg  [15:0] lcd_id
);
reg rd_flag;
always @(posedge clk or negedge rst_n) begin
    if(!rst_n) begin
        rd_flag <= 1'b0;
        lcd_id  <= 16'd0;
    end
    else begin
        if(rd_flag == 1'b0) begin  
            rd_flag <= 1'b1;
            case({lcd_rgb[4],lcd_rgb[10],lcd_rgb[15]})
                3'b000:lcd_id <= 16'h4342;       
                3'b100:lcd_id <= 16'h4384;       
                default :lcd_id <= 16'h0;
            endcase
        end
    end
end
endmodule
==> ./run.sh <==
#!/bin/bash
# OpenROAD 26Q1-2900-gdf79404cd8, Yosys 0.63+post, stock flow scripts
make -C /OpenROAD-flow-scripts/flow DESIGN_CONFIG=/design/flow/config.mk WORK_HOME=/design/flow/orfs finish
==> ./config.mk <==
export PLATFORM = sky130hd
export DESIGN_NAME = lcd_rgb_top
export DESIGN_NICKNAME = lcd_rgb_top
export VERILOG_FILES = /design/flow/design.v
export SDC_FILE = /design/flow/constraint.sdc
export NUM_CORES = 4
export LEC_CHECK = 1
export CORE_UTILIZATION = 40
==> ./constraint.sdc <==
current_design lcd_rgb_top

set clk_period 2.3
set clk_io_pct 0.2

create_clock -name clk0 -period $clk_period [get_ports {sys_clk}]

set non_clock_inputs [all_inputs -no_clocks]
set_input_delay [expr $clk_period * $clk_io_pct] -clock clk0 $non_clock_inputs
set_output_delay [expr $clk_period * $clk_io_pct] -clock clk0 [all_outputs]
==> results.py <==
# Auto-generated metrics
metrics = {
    "run_status": {
        "status": "aborted with a tool error",
        "stop_stage": "4_1_cts",
        "error_message": "[error] [KeplerFormal.cpp:679] Workflow failed: Iso has multiple drivers: .post_rgb10, input44.X0",
    },
    "placement": {
        "gp_congestion": 0.870,
        "hpwlAfterDp_um": 7930,
        "numPortBuffers": 80,
        "dp_cells": 747,
    },
    "synthesis": {
        "ys_cells": 567,
        "synth.distinct_cells": 57,
        "netlist_instances": 567,
        "synthArstFlopShare": 0.939,
        "synth_area_um2": 4820,
        "yosys_area_um2": 4820,
        "netlist.area_leader.share": 0.239,
        "ys_ff": 49,
        "most_common_cell": "ha_1",
        "flop_cell": "dfrtp_1",
        "yosys-top-cells-count": "ha_1, buf_4, inv_1, dfrtp_1, nor2_1",
        "ys_seq_share": 0.251,
        "top_area_cell": "dfrtp_1",
        "ys_top_cells_by_area": "dfrtp_1, ha_1, buf_4, and2_1, inv_1",
        "edf_count": 0,
        "avgSynthCellArea_um2": 8.50,
        "ys_warn_count": 4,
    },
    "clock_tree": {
        "clock_path_buffers": 2,
        "ctsResizeCount": 0,
        "post-cts-setup-buffer-count": 0,
        "postCtsHoldBufs": 0,
        "clockRootBuffer": "clkbuf_16",
        "cts_buffers": 3,
        "htree_levels": 1,
    },
    "sta": {
        "untimed_endpoints": 92,
        "unclocked_pins": 42,
    },
    "floorplanning": {
        "die_x_um": 112,
        "num_rows": 39,
        "io_pins": 137,
        "die_h_um": 112,
        "initCoreUtil": 0.417,
    },
}
==> through the flow <==
step	hold slack [ps]	power, uW	worst slack (ps)	cell area [um^2]	util
3_3_place_gp	406	220	261	5430	0.469
3_5_place_dp	409	220	267	5430	0.469
2_1_floorplan	164	210	293	4920	-
==> cells by family after synthesis <==
kind of cell               after synthesis  share of synthesized area
xor gates and xnor gates                36                     0.0654
adders and majority gates               77                      0.201
DFF                                     49                      0.251
other                                    2                    0.00156
buffers and inverters                  121                      0.141
and+or+nand+nor                        179                      0.195
AOI/OAI and AO/OA                      101                      0.140
muxes                                    2                    0.00441
No activity file was given, so power comes from the tool's default toggle rates.
