`./config.mk`:
```
export PLATFORM = sky130hd
export DESIGN_NAME = bluetooth
export DESIGN_NICKNAME = bluetooth
export VERILOG_FILES = /design/flow/design.v
export SDC_FILE = /design/flow/constraint.sdc
export NUM_CORES = 4
export LEC_CHECK = 1
export CORE_UTILIZATION = 50
```
`./constraint.sdc`:
```
current_design bluetooth

set clk_period 4.2
set clk_io_pct 0.2

create_clock -name clk0 -period $clk_period [get_ports {clk}]

set non_clock_inputs [all_inputs -no_clocks]
set_input_delay [expr $clk_period * $clk_io_pct] -clock clk0 $non_clock_inputs
set_output_delay [expr $clk_period * $clk_io_pct] -clock clk0 [all_outputs]
```
`./design.v`:
```
module  uart_rx #(
    parameter   UART_BPS    =   'd9600,          
    parameter   CLK_FREQ    =   'd50_000_000     
)(
    input   wire            sys_clk     ,    
    input   wire            sys_rst_n   ,    
    input   wire            rx          ,    
    output  reg     [7:0]   po_data     ,    
    output  reg             po_flag          
);
localparam  BAUD_CNT_MAX    =   CLK_FREQ/UART_BPS   ;
reg         rx_reg1     ;
reg         rx_reg2     ;
reg         rx_reg3     ;
reg         start_nedge ;
reg         work_en     ;
reg [12:0]  baud_cnt    ;
reg         bit_flag    ;
reg [3:0]   bit_cnt     ;
reg [7:0]   rx_data     ;
reg         rx_flag     ;
always@(posedge sys_clk or negedge sys_rst_n) begin
    if(sys_rst_n == 1'b0)
        rx_reg1 <= 1'b1;
    else
        rx_reg1 <= rx;
end
always@(posedge sys_clk or negedge sys_rst_n) begin
    if(sys_rst_n == 1'b0)
        rx_reg2 <= 1'b1;
    else
        rx_reg2 <= rx_reg1;
end
always@(posedge sys_clk or negedge sys_rst_n) begin
    if(sys_rst_n == 1'b0)
        rx_reg3 <= 1'b1;
    else
        rx_reg3 <= rx_reg2;
end
always@(posedge sys_clk or negedge sys_rst_n) begin
    if(sys_rst_n == 1'b0)
        start_nedge <= 1'b0;
    else    if((~rx_reg2) && (rx_reg3))
        start_nedge <= 1'b1;
    else
        start_nedge <= 1'b0;
end
always@(posedge sys_clk or negedge sys_rst_n) begin
    if(sys_rst_n == 1'b0)
        work_en <= 1'b0;
    else    if(start_nedge == 1'b1)
        work_en <= 1'b1;
    else    if((bit_cnt == 4'd8) && (bit_flag == 1'b1))
        work_en <= 1'b0;
end
always@(posedge sys_clk or negedge sys_rst_n) begin
    if(sys_rst_n == 1'b0)
        baud_cnt <= 13'b0;
    else    if((baud_cnt == BAUD_CNT_MAX - 1) || (work_en == 1'b0))
        baud_cnt <= 13'b0;
    else    if(work_en == 1'b1)
        baud_cnt <= baud_cnt + 1'b1;
end
always@(posedge sys_clk or negedge sys_rst_n) begin
    if(sys_rst_n == 1'b0)
        bit_flag <= 1'b0;
    else    if(baud_cnt == BAUD_CNT_MAX/2 - 1)
        bit_flag <= 1'b1;
    else
        bit_flag <= 1'b0;
end
always@(posedge sys_clk or negedge sys_rst_n) begin
    if(sys_rst_n == 1'b0)
        bit_cnt <= 4'b0;
    else    if((bit_cnt == 4'd8) && (bit_flag == 1'b1))
        bit_cnt <= 4'b0;
     else    if(bit_flag ==1'b1)
         bit_cnt <= bit_cnt + 1'b1;
end
always@(posedge sys_clk or negedge sys_rst_n) begin
    if(sys_rst_n == 1'b0)
        rx_data <= 8'b0;
    else    if((bit_cnt >= 4'd1)&&(bit_cnt <= 4'd8)&&(bit_flag == 1'b1))
        rx_data <= {rx_reg3, rx_data[7:1]};
end
always@(posedge sys_clk or negedge sys_rst_n) begin
    if(sys_rst_n == 1'b0)
        rx_flag <= 1'b0;
    else    if((bit_cnt == 4'd8) && (bit_flag == 1'b1))
        rx_flag <= 1'b1;
    else
        rx_flag <= 1'b0;
end
always@(posedge sys_clk or negedge sys_rst_n) begin
    if(sys_rst_n == 1'b0)
        po_data <= 8'b0;
    else    if(rx_flag == 1'b1)
        po_data <= rx_data;
end
always@(posedge sys_clk or negedge sys_rst_n) begin
    if(sys_rst_n == 1'b0)
        po_flag <= 1'b0;
    else
        po_flag <= rx_flag;
end
endmodule
module  uart_tx
#(
    parameter   UART_BPS    =   'd9600,          
    parameter   CLK_FREQ    =   'd50_000_000     
)(
     input   wire            sys_clk     ,    
     input   wire            sys_rst_n   ,    
     input   wire    [7:0]   pi_data     ,    
     input   wire            pi_flag     ,    
     output  reg             tx               
);
localparam  BAUD_CNT_MAX    =   CLK_FREQ/UART_BPS   ;
reg [12:0]  baud_cnt;
reg         bit_flag;
reg [3:0]   bit_cnt ;
reg         work_en ;
always@(posedge sys_clk or negedge sys_rst_n) begin
        if(sys_rst_n == 1'b0)
            work_en <= 1'b0;
        else    if(pi_flag == 1'b1)
            work_en <= 1'b1;
        else    if((bit_flag == 1'b1) && (bit_cnt == 4'd9))
            work_en <= 1'b0;
end
always@(posedge sys_clk or negedge sys_rst_n) begin
        if(sys_rst_n == 1'b0)
            baud_cnt <= 13'b0;
        else    if((baud_cnt == BAUD_CNT_MAX - 1) || (work_en == 1'b0))
            baud_cnt <= 13'b0;
        else    if(work_en == 1'b1)
            baud_cnt <= baud_cnt + 1'b1;
end
always@(posedge sys_clk or negedge sys_rst_n) begin
        if(sys_rst_n == 1'b0)
            bit_flag <= 1'b0;
        else    if(baud_cnt == 13'd1)
            bit_flag <= 1'b1;
        else
            bit_flag <= 1'b0;
end
always@(posedge sys_clk or negedge sys_rst_n) begin
    if(sys_rst_n == 1'b0)
        bit_cnt <= 4'b0;
    else    if((bit_flag == 1'b1) && (bit_cnt == 4'd9))
        bit_cnt <= 4'b0;
    else    if((bit_flag == 1'b1) && (work_en == 1'b1))
        bit_cnt <= bit_cnt + 1'b1;
end
always@(posedge sys_clk or negedge sys_rst_n) begin
        if(sys_rst_n == 1'b0)
            tx <= 1'b1;  
        else    if(bit_flag == 1'b1)
            case(bit_cnt)
                0       : tx <= 1'b0;
                1       : tx <= pi_data[0];
                2       : tx <= pi_data[1];
                3       : tx <= pi_data[2];
                4       : tx <= pi_data[3];
                5       : tx <= pi_data[4];
                6       : tx <= pi_data[5];
                7       : tx <= pi_data[6];
                8       : tx <= pi_data[7];
                9       : tx <= 1'b1;
                default : tx <= 1'b1;
            endcase
end
endmodule
module bluetooth(
    input   wire    clk,
    input   wire    rst_n,
    input   wire    rx,
    output  wire    tx,
    input [7:0] tx_data,
    input       tx_trig,
    output reg [9:0] k210_xpos,
    output reg [9:0] k210_ypos,
    output           k210_coor_flag
);
parameter  UART_BPS = 14'd9600;
parameter  CLK_FREQ = 26'd50_000_000;
wire [7:0] po_data;
wire       po_flag;
reg [2:0]  dot_flag;
reg        n_flag;
reg [2:0]  byte_cnt;
reg [7:0]  po_data_d0;
reg [7:0]  po_data_d1;
reg [7:0]  po_data_d2;
reg [7:0]  po_data_d3;
reg [7:0]  po_data_d4;
reg [7:0]  po_data_d5;
reg [7:0]  xdata1;
reg [7:0]  xdata2;
reg [7:0]  xdata3;
reg [7:0]  ydata1;
reg [7:0]  ydata2;
reg [7:0]  ydata3;
reg [7:0]  n_data;
uart_tx #(
    .UART_BPS(UART_BPS),
    .CLK_FREQ(CLK_FREQ)
) uart_tx_inst(
    .sys_clk(clk),
    .sys_rst_n(rst_n),
    .pi_data(xdata1),
    .pi_flag(po_flag),
    .tx(tx)
);
uart_rx #(
    .UART_BPS(UART_BPS),
    .CLK_FREQ(CLK_FREQ)
) uart_rx_inst(
    .sys_clk(clk),
    .sys_rst_n(rst_n),
    .rx(rx),
    .po_data(po_data),
    .po_flag(po_flag)
);
parameter IDLE       = 7'b0_000_001;
parameter Send_Data1 = 7'b0_000_010;
parameter Send_Data2 = 7'b0_000_100;
parameter Send_Data3 = 7'b0_001_000;
parameter Send_Data4 = 7'b0_010_000;
parameter Send_Data5 = 7'b0_100_000;
parameter Send_Data6 = 7'b1_000_000;
reg [6:0] state;
always @(posedge clk or negedge rst_n) begin
    if(!rst_n) begin
        state <= IDLE;
        byte_cnt <= 3'd0;
    end
    else begin
        if(byte_cnt == 3'd6)
            byte_cnt <= 3'd0;
        case(state)
            IDLE : begin
                byte_cnt <= 3'd0;
                if(po_flag) begin 
                    if(po_data == 8'h0B)
                        state <= Send_Data1;
                    else if(po_data != 8'h0B)
                        state <= IDLE;
                end
                else
                    state <= IDLE;
            end
            Send_Data1: begin
                if(po_flag) begin
                    if(po_data != 8'h0A) begin
                        byte_cnt <= byte_cnt + 1'b1;
                        state <= Send_Data2;
                    end
                    else if(po_data == 8'h0A)
                        state <= IDLE;
                end
                else 
                    state <= Send_Data1;
            end
            Send_Data2: begin
                if(po_flag) begin
                    if(po_data != 8'h0A) begin
                        if(po_data == 8'h44)
                            state <= Send_Data4;
                        else begin
                            state <= Send_Data3;
                            byte_cnt <= byte_cnt + 1'b1;         
                       end
                    end
                    else if(po_data == 8'h0A)
                        state <= IDLE;
                    else if(po_data == 8'h44)
                        state <= Send_Data4; 
                end
                else
                    state <= Send_Data2;
            end
            Send_Data3: begin
                if(po_flag) begin
                    if(po_data != 8'h0A) begin
                        if(po_data == 8'h44)
                            state <= Send_Data4;
                        else begin
                            state <= Send_Data4;
                            byte_cnt <= byte_cnt + 1'b1;
                        end
                    end
                    else if(po_data == 8'h0A)
                        state <= IDLE;
                end
                else
                    state <= Send_Data3;
            end
            Send_Data4: begin
                if(po_flag) begin
                    if(po_data != 8'h0A) begin
                        if(po_data == 8'h44)
                            state <= Send_Data4;
                        else begin
                            state <= Send_Data5;
                            byte_cnt <= byte_cnt + 1'b1;
                        end
                    end
                    else if(po_data == 8'h0A)
                        state <= IDLE;
                end
                else
                    state <= Send_Data4;
            end
            Send_Data5: begin
                if(po_flag) begin
                    if(po_data != 8'h0A) begin
                        state <= Send_Data6;
                        byte_cnt <= byte_cnt + 1'b1;
                    end
                    else if(po_data == 8'h0A)
                        state <= IDLE;
                end
                else
                    state <= Send_Data5;
            end
            Send_Data6: begin
                if(po_flag) begin
                    if(po_data != 8'h0A) begin
                        state <= IDLE;
                        byte_cnt <= byte_cnt + 1'b1;
                    end
                    else if(po_data == 8'h0A)
                        state <= IDLE;
                end
                else
                    state <= Send_Data6;
            end
            default : state <= IDLE;
        endcase
    end
end
always @(posedge clk or negedge rst_n) begin
    if(!rst_n) begin
        xdata1 <= 8'b0;
        xdata2 <= 8'b0;
        xdata3 <= 8'b0;
        ydata1 <= 8'b0;
        ydata2 <= 8'b0;
        ydata3 <= 8'b0;
        dot_flag <= 3'd0;
    end
    else if(state == Send_Data1 && po_data != 8'h0A) begin
        xdata1 <= po_data - 8'h30;
    end
    else if(state == Send_Data2 && po_data != 8'h0A) begin
        if(po_data == 8'h44) begin
            xdata2 <= 8'h44;
            dot_flag <= 3'd2;
        end    
        else begin
            xdata2 <= po_data - 8'h30;
        end
    end
    else if(state == Send_Data3 && po_data != 8'h0A) begin
        if(po_data == 8'h44) begin
            xdata3 <= 8'h44;
            dot_flag <= 3'd3;
        end
        else begin
            xdata3 <= po_data - 8'h30;
        end
    end
    else if(state == Send_Data4 && po_data != 8'h0A) begin
       if(po_data == 8'h44) begin
            ydata1 <= 8'h44;
            dot_flag <= 3'd4;
       end
       else begin
            ydata1 <= po_data - 8'h30;
       end
    end
    else if(state == Send_Data5 && po_data != 8'h0A) begin
       ydata2 <= po_data - 8'h30;
    end
    else if(state == Send_Data6 && po_data != 8'h0A) begin
        ydata3 <= po_data - 8'h30;
    end
    else begin
        xdata1 <= xdata1;
        xdata2 <= xdata2;
        xdata3 <= xdata3;
        ydata1 <= ydata1;
        ydata2 <= ydata2;
        ydata3 <= ydata3;
    end    
end
always @(posedge clk or negedge rst_n) begin
    if(!rst_n) begin
        k210_xpos <= 10'd0;
        k210_xpos <= 10'd0;
    end
    else if(state == IDLE) begin
        case(byte_cnt)
            3'd3: begin
                if(dot_flag == 3'd3) begin
                    k210_xpos <= xdata1 * 10 + xdata2;
                    k210_ypos <= ydata1;
                end
                else if(dot_flag == 3'd2) begin
                    k210_xpos <= xdata1;
                    k210_ypos <= ydata1 * 10 + ydata2;
                end
            end
            3'd6: begin
                k210_xpos <= xdata1 * 100 + xdata2 * 10 + xdata3;
                k210_ypos <= ydata1 * 100 + ydata2 * 10 + ydata3;
            end
            3'd4: begin
                if(dot_flag == 3'd2) begin
                    k210_xpos <= xdata1;
                    k210_ypos <= ydata1 * 100 + ydata2 * 10 + ydata3;
                end
                else if(dot_flag == 3'd4) begin
                    k210_xpos <= xdata1 * 100 + xdata2 * 10 + xdata3;
                    k210_ypos <= ydata1;
                end
                else begin
                    k210_xpos <= xdata1 * 10 + xdata2;
                    k210_ypos <= ydata1 * 10 + ydata2;
                end
            end
            3'd5: begin
                if(dot_flag == 3'd3) begin
                    k210_xpos <= xdata1 * 10 + xdata2;
                    k210_ypos <= ydata1 * 100 + ydata2 * 10 + ydata3;
                end
                else if(dot_flag == 3'd4) begin
                    k210_xpos <= xdata1 * 100 + xdata2 * 10 + xdata3;
                    k210_ypos <= ydata1 * 10 + ydata2;
                end
            end
            default: begin
                k210_xpos <= k210_xpos;
                k210_ypos <= k210_ypos;
            end
        endcase
    end
end
assign k210_coor_flag = (state == IDLE) ? 1'b1 :1'b0;
endmodule
```
`./run.sh`:
```
#!/bin/bash
# OpenROAD 26Q1-2900-gdf79404cd8, Yosys 0.63+post, stock flow scripts
make -C /OpenROAD-flow-scripts/flow DESIGN_CONFIG=/design/flow/config.mk WORK_HOME=/design/flow/orfs finish
```
==> flow_summary.yaml <==
# generated from flow reports
critical_path:
  cp-start-kind: "register"
  cp_slowest_stage_delay_ns: 0.49
  path_delay_family: "adder cells"
  crit_start: "xdata1[2]"
  worstReg2RegStart: "xdata1[2]"
  cp.required_ns: 4.53
  path_cells: "ha_1 -> ha_1 -> inv_1 -> fa_1 -> inv_1 -> ha_1 -> xnor2_1 -> ha_1 -> xnor2_2 -> xnor2_1 -> xnor2_1 -> xnor3_1 -> xnor2_1 -> a221oi_2 -> nor3_1"
  crit_buf_inv: 2
  end_kind: "register"
  crit_slowest_cell: "fa_1"
  r2r_end: "k210_xpos[9]"
  arrival_ns: 4.18
  reg2reg_depth: 15
  cp_max_fo: 3
  r2r_slack_ns: 0.35
  critPathKind: "reg2reg"
final_timing:
  fin_ws_ns: 0.355
  finalSetupTns_ns: 0
  tightest_slew_ns: 0.801
  skew_ns: 0.0110
  rsz0062_at_grt: "no"
  drv_slew: 0
  finalSetupViolCount: 0
  hold_viol: 0
  finalClockPeriodUsage_pct: 91.6
  min_period_ns: 3.85
  fmax_mhz: 260
  relSlewSlack_pct: 46.2
die:
  die_area_sq_um: 20300
  core_area_sq_um: 19400
  rows: 51
  dieHeight_microns: 143
  initCoreUtil_pct: 50.9
  die_x_microns: 143
  io_pins: 34
clock_tree:
  cts_setup_buffers: 0
  root_buffer: "clkbuf_16"
  hold_buffers: 0
  clk_path_buf_depth: 2
  cts.sinks: 142
  h-tree-depth: 4
  cts_tree: "built"
  clk_latency_ns: 0.42
  path_clk_slew_ns: 0.07
  post_cts_resized: 0
  cts_made_buffers: 17
synthesis:
  ys_cells: 1019
  syn_area_sq_um: 9880
  yosys_area_sq_um: 9880
  yosys_warnings: 3
  flop_cell: "dfrtp_1"
  ys_seq_elements: 142
  syn_inst: 1019
  ys_seq_share_pct: 36.6
  edf_count: 10
  ys_types: 61
  ys_async_sr_fraction_pct: 93.0
  syn_avg_cell_area_sq_um: 9.69
global_route:
  grtUsageMet3_pct: 2.95
  grt_pass1_wl_microns: 34700
  grt_max_degree: 51
  met2_usage_pct: 34.2
  overflow: 0
  top_usage_layer: "met1"
  grt_usage_pct: 22.7
  grt_pass1_vias: 6821
  grtUsageMet1_pct: 37.2
  antenna_found_initial: 0
pwr:
  powerDensity_nw_per_um2: 274
  power_frac_seq_pct: 48.0
  pwr-share-comb_pct: 3.7
  sw_frac_of_total_pct: 24.2
  leakagePower_uw: 0.00553
  p_int_uw: 2290
  switchingPower_uw: 732
  clockPowerShare_pct: 48.3
  ir_drop_mv: 0.423
place:
  gp_congestion: 0.849
  port_buffers: 24
  place_ws_ns: 0.332
  hpwl_microns: 15200
layout:
  mostFrequentLayoutCell: "dfrtp_1"
  fin_util_pct: 56.9
  layout-drive-gt1-share_pct: 6.96
  lay_top_cells: "dfrtp_1, ha_1, nand2_1"
  area_growth_pct: 11.7
job:
  cap_violations: 0
  tool_warnings: 44
worst_hold_path:
  hp-class: "in2async"
drt:
  drt_iter0_markers: 286
  diodes: 0
  ant_nets: 0
  routed_via_density: 5.31
  vias: 7053
  routed_wirelength_microns: 20300
  post_drt_wl_per_cell_microns: 15.3
  firstDrtPassIters: 5
  remaining_drc_errors: 0
run_status:
  run_status: "completed"
[sequential cells by signal (all words and copies together), names as in the netlist, 4 cells and up]
register               flops
xdata2                     8
ydata1                     8
uart_tx_inst.baud_cnt     13
k210_xpos                 10
uart_rx_inst.bit_cnt       4
uart_rx_inst.po_data       8
state                      7
xdata3                     8
ydata2                     8
uart_rx_inst.rx_data       8
uart_tx_inst.bit_cnt       4
xdata1                     8
ydata3                     8
uart_rx_inst.baud_cnt     13
k210_ypos                 10
[cell type report]
| type | instances | area [sq um] |
|---|---|---|
| multi-input combinational | 753 | 5790 |
| inverter | 95 | 357 |
| timing repair buffer | 41 | 369 |
| tap | 265 | 332 |
| fill | 1703 | 8370 |
| clock buffer | 17 | 425 |
| sequential | 142 | 3610 |
| clock inverter | 15 | 150 |
[worst max path at each step]
stage	cells past startpoint	slack (ns)	to
6_report	15	0.35	k210_xpos[9]
5_1_grt	12	0.003	k210_ypos[9]
4_1_cts	15	0.31	k210_xpos[9]
[logic make-up after synthesis]
family	Yosys count	synth area share, %
adders and majority gates	139	19.4
AOI/OAI and AO/OA	220	13.6
muxes	53	5.87
buffers and inverters	124	4.84
DFF	142	36.6
and+or+nand+nor	252	11.5
xor gates and xnor gates	89	8.18
[Yosys cell counts (5+ instances only)]
master | n | area, sq um
o21ai_0 | 32 | 160
nor3_1 | 11 | 55.1
a21oi_1 | 63 | 315
a22oi_1 | 9 | 67.6
dfstp_2 | 5 | 131
inv_1 | 95 | 357
o22ai_1 | 9 | 56.3
nand2_1 | 98 | 368
nor2_1 | 75 | 282
edfxtp_1 | 10 | 300
fa_1 | 24 | 480
nand3_1 | 25 | 125
o21bai_1 | 12 | 90.1
and2_1 | 5 | 31.3
dfrtp_1 | 127 | 3180
nor2b_1 | 8 | 50.1
and3_1 | 7 | 43.8
xor2_1 | 32 | 280
buf_2 | 9 | 45.0
a21o_1 | 20 | 150
ha_1 | 115 | 1440
xnor2_1 | 54 | 473
clkbuf_1 | 19 | 71.3
mux2_1 | 27 | 304
o21ai_1 | 38 | 190
mux2_2 | 12 | 135
mux2i_1 | 14 | 140
[per-layer routing]
layer  part of all wire (%)  routed length [microns]  vias to the layer above
met3                    4.3                      864                       26
met1                     50                    10100                     3314
met2                     44                     8860                      130
met5                      0                        0                        -
met4                    2.2                      438                        0
li1                       -                        -                     3583
[stage by stage]
stage                     instances  instance area (sq um)  hold slack (ns)  total power (uW)
final                          1328                  11000            0.335              3020
after global routing           1328                  11000            0.358              3140
after CTS                      1328                  11000            0.338              3060
after detailed placement       1296                  10500            0.349              1590
after global placement         1296                  10500            0.346              1590
after floorplan                1019                   9880            0.345              1540
[power by group through the flow]
stage                 Clock (uW)  Sequential, uW  Combinational (uW)
final                       1460            1450                 112
after global routing        1550            1450                 131
after CTS                   1500            1450                 115
Power and IR drop assume default switching activity.
